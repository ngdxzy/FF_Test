## ./config.mk

```make
export PLATFORM = sky130hd
export DESIGN_NAME = AXI_Core
export DESIGN_NICKNAME = AXI_Core
export VERILOG_FILES = /design/flow/design.v
export SDC_FILE = /design/flow/constraint.sdc
export NUM_CORES = 4
export LEC_CHECK = 1
export CORE_UTILIZATION = 50
```

## ./constraint.sdc

```tcl
current_design AXI_Core

set clk_period 6.9
set clk_io_pct 0.2

create_clock -name clk0 -period $clk_period [get_ports {S_AXI_aclk}]

set non_clock_inputs [all_inputs -no_clocks]
set_input_delay [expr $clk_period * $clk_io_pct] -clock clk0 $non_clock_inputs
set_output_delay [expr $clk_period * $clk_io_pct] -clock clk0 [all_outputs]
```

## ./design.v

```verilog
`timescale 1ns/1ns
module AXI_Core #(
    parameter NATIVE_ADDR_WDITH       = 2,                
    parameter NATIVE_DATA_WIDTH       = 32,
    parameter S_AXI_ADDR_WIDTH     = 4,               
    parameter S_AXI_DATA_WIDTH     = 32
)(
    input                             S_AXI_aclk,
    input                             S_AXI_aresetn,
    input  [S_AXI_ADDR_WIDTH-1:0]                   S_AXI_araddr,
    output reg                        S_AXI_arready,
    input                             S_AXI_arvalid,
    input  [2:0]                      S_AXI_arprot,
    input [S_AXI_ADDR_WIDTH-1:0]                    S_AXI_awaddr,
    output reg                        S_AXI_awready,
    input                             S_AXI_awvalid,
    input  [2:0]                      S_AXI_awprot,
    output  [1:0]                  S_AXI_bresp,  
    input                             S_AXI_bready,
    output reg                        S_AXI_bvalid,
    output reg [S_AXI_DATA_WIDTH-1:0] S_AXI_rdata,
    input                             S_AXI_rready,
    output reg                        S_AXI_rvalid,
    output  [1:0]                  S_AXI_rresp,
    input  [S_AXI_DATA_WIDTH-1:0]     S_AXI_wdata,
    output                         S_AXI_wready,
    input                             S_AXI_wvalid,
    input  [S_AXI_DATA_WIDTH/8-1:0]   S_AXI_wstrb,
    output                                      NATIVE_CLK,
    output  reg                                    NATIVE_EN,
    output                                      NATIVE_WR,
    output    [NATIVE_ADDR_WDITH-1: 0]             NATIVE_ADDR,
    output   reg [NATIVE_DATA_WIDTH-1: 0]             NATIVE_DATA_IN,
    input  [NATIVE_DATA_WIDTH-1: 0]                NATIVE_DATA_OUT,
    input                                       NATIVE_READY
);  
    reg [NATIVE_ADDR_WDITH-1:0] addr;
    always @ (posedge S_AXI_aclk or negedge S_AXI_aresetn) begin
        if(!S_AXI_aresetn) begin
            addr <= {NATIVE_ADDR_WDITH{1'b0}};
        end
        else begin
            case({(S_AXI_arvalid & (~S_AXI_arready)),(S_AXI_awvalid & (~S_AXI_awready))})
                2'b00: begin addr <= addr; end
                2'b01: begin addr <= S_AXI_awaddr[NATIVE_ADDR_WDITH + 1:2]; end
                2'b10: begin addr <= S_AXI_araddr[NATIVE_ADDR_WDITH + 1:2]; end
                2'b11: begin addr <= addr; end
            endcase
        end
    end
    assign NATIVE_ADDR = addr;
    reg wr;
    always @ (posedge S_AXI_aclk or negedge S_AXI_aresetn) begin
        if(~S_AXI_aresetn) begin
            wr <= 1'b0;
        end
        else begin
            case({(S_AXI_arvalid & (~S_AXI_arready)),(S_AXI_awvalid & (~S_AXI_awready))})
                2'b00: begin wr <= wr; end
                2'b01: begin wr <= 1'b1; end
                2'b10: begin wr <= 1'b0; end
                2'b11: begin wr <= wr; end
            endcase
        end
    end
    always @ (posedge S_AXI_aclk or negedge S_AXI_aresetn) begin
        if(~S_AXI_aresetn) begin
            S_AXI_awready <= 1'b0;
        end
        else begin
            if(S_AXI_awvalid && (~S_AXI_awready) && S_AXI_wvalid) begin
                S_AXI_awready <= 1;
            end
            else begin
                S_AXI_awready <= 0;
            end
        end
    end
    assign S_AXI_wready = wr?NATIVE_READY:1'b0;
    always @ (posedge S_AXI_aclk or negedge S_AXI_aresetn) begin
        if(~S_AXI_aresetn) begin
            NATIVE_DATA_IN <= 'b0;
        end
        else begin
            if(S_AXI_wvalid && S_AXI_awvalid && (~S_AXI_awready)) begin
                NATIVE_DATA_IN <= S_AXI_wdata[NATIVE_DATA_WIDTH-1:0];
            end
            else begin
                NATIVE_DATA_IN <= NATIVE_DATA_IN;
            end
        end
    end
    assign S_AXI_bresp = 2'b00;
    always @ (posedge S_AXI_aclk or negedge S_AXI_aresetn) begin
        if(~S_AXI_aresetn) begin
            S_AXI_bvalid <= 0;
        end
        else begin
            if(NATIVE_READY && wr && (~S_AXI_bvalid)) begin
                S_AXI_bvalid <= 1'b1;
            end
            else begin
                if(S_AXI_bvalid && S_AXI_bready) begin
                    S_AXI_bvalid <= 1'b0;
                end
            end
        end
    end
    always @ (posedge S_AXI_aclk or negedge S_AXI_aresetn) begin
        if(~S_AXI_aresetn) begin
            S_AXI_arready <= 1'b0;
        end
        else begin
            if(S_AXI_arvalid && (~S_AXI_arready)) begin
                S_AXI_arready <= 1;
            end
            else begin
                S_AXI_arready <= 0;
            end
        end
    end
    assign S_AXI_rresp = 2'b00;
    always @ (posedge S_AXI_aclk or negedge S_AXI_aresetn) begin
        if(~S_AXI_aresetn) begin
            S_AXI_rdata <= 'b0;
            S_AXI_rvalid <= 1'b0;
        end
        else begin
            if((~wr) && NATIVE_READY && (~S_AXI_rvalid)) begin
                S_AXI_rdata <= {'b0,NATIVE_DATA_OUT};
                S_AXI_rvalid <= 1'b1;
            end
            else if(S_AXI_rvalid && S_AXI_rready) begin
                S_AXI_rdata <= S_AXI_rdata;
                S_AXI_rvalid <= 1'b0;
            end
        end
    end
    always @ (posedge S_AXI_aclk or negedge S_AXI_aresetn) begin
        if(~S_AXI_aresetn) begin
            NATIVE_EN <= 0;
        end
        else begin
            if(S_AXI_arvalid && (~S_AXI_arready)) begin
                NATIVE_EN <= 1;
            end
            else if(S_AXI_awvalid && (~S_AXI_awready) && S_AXI_wvalid) begin               
                NATIVE_EN <= 1;
            end
            else begin
                NATIVE_EN <= 0;
            end
        end
    end
    assign NATIVE_WR = wr;
    assign NATIVE_CLK = S_AXI_aclk;
endmodule
```

## ./run.sh

```bash
#!/bin/bash
# OpenROAD 26Q1-2900-gdf79404cd8, Yosys 0.63+post, stock flow scripts
make -C /OpenROAD-flow-scripts/flow DESIGN_CONFIG=/design/flow/config.mk WORK_HOME=/design/flow/orfs finish
```

==> results.tsv <==
stage	metric	value	unit
status	status	completed	
drt	first drt pass iteration count	4	
floorplanning	DIE AREA	5870	um2
timing	RSZ-0062 raised after global routing	no	
drt	total number of vias	1939	
hold_path	min-delay src	S_AXI_arready	
drt	drt total wl	6.95	mm
drt	Initial DRC Count	60	
placed_design	gpl congestion	0.807	
placed_design	setup slack at placement	1700	ps
worst_setup_path	Crit Path Max Fanout	2	
worst_setup_path	Crit Path Class	clk2out	
grt	first-pass GRT wire length	10.9	mm
floorplanning	Rows	26	
timing	Worst Max-Slew Pin Slew	755	ps
grt	number of global-route vias before repair	2111	
drt	ANT cells	0	
yosys	synth warn	1	
timing	Slew Limit Fails	0	
worst_setup_path	R2R Path End	S_AXI_rdata[11]	
yosys	Cell variety after synth	16	
timing	Slew headroom	49.7	%
floorplanning	Chip Width	76.6	um
floorplanning	Die Span Y	76.6	um
worst_setup_path	WP data required	5520	ps
power_and_ir_drop	Worst IR Drop VDD	213	uV
floorplanning	Core Area	5240	um2
power_and_ir_drop	overall power	1.45	mW
worst_setup_path	critical path capture point type	output port	
worst_setup_path	crit start category	clock port	
yosys	Mapped Cells	169	
clock_network	post_cts resized	0	
yosys	yosys stat area	2780	um2
drt	WL/cell	17.3	um
cells_and_area	area grow syn2layout	62.9	%
yosys	Avg Cell Area, Syn	16.5	um2
worst_setup_path	Most common cell on crit path	clkbuf_8	
worst_setup_path	Crit-path slowest cell	clkdlybuf4s50_1	
grt	largest net degree at the start of global routing	39	
grt	initial antenna violation count	0	
run	Max Cap Viol	0	
drt	Vias/cell	4.82	
placed_design	hpwl dp	4.35	mm
cells_and_area	fraction of layout cells with a size suffix above 1	25.6	%
worst_setup_path	crit-path cells	clkbuf_8 -> clkbuf_8 -> clkdlybuf4s50_1	
worst_setup_path	FF-to-FF setup slack	5080	ps
yosys	Seq share, synth	64.8	%
yosys	mapped cell area	2780	um2
timing	Final setup viols	0	
timing	setup TNS	0	ps
worst_setup_path	origin of the critical flop-to-flop path	wr	
worst_setup_path	crit path DAT	4070	ps
hold_path	Hold Path Class	reg2reg	
timing	final worst slack	1450	ps
yosys	Flops after synth	72	
floorplanning	# IOs	168	
yosys	# Cells Yosys	169	
run	tool warnings	42	
worst_setup_path	Slowest Stage Delay on Critical Path	390	ps
hold_path	WHS Endpoint	S_AXI_arready	
clock_network	clk slew on worst S/H paths	60	ps
grt	GRT Total Usage	26.0	%
power_and_ir_drop	Leak Pwr	1.94	nW
timing	Layout Skew	10.3	ps
clock_network	CTS Hold Bufs	0	
clock_network	CTS tree	yes	
clock_network	Clock Latency Late Sink	430	ps
placed_design	Port Buffers	149	
drt	antenna viol nets, final	0	
floorplanning	starting density of the core	53.1	%
timing	final hold violation count	0	
power_and_ir_drop	PD cells	320	nW/um2
hold_path	hold path cells	1	
worst_setup_path	CP startpoint	S_AXI_aclk	
drt	# DRC	0	
grt	global route total overflow	0	
clock_network	postcts setup bufs	0	
timing	worst hold slack	474	ps
worst_setup_path	worst reg2reg path depth	3	
-- through the flow --
step | utilization [%] | instances | cell area, um2
floorplan | - | 172 | 2790
global placement | 81.9 | 383 | 4290
detailed placement | 81.9 | 383 | 4290
CTS | 86.5 | 402 | 4530
global route | 86.5 | 402 | 4530
finish | 86.5 | 402 | 4530
-- final cells by class --
cell class / count / area [um2]
Clock buffer: 17 / 210
Clock inverter: 3 / 40.0
Fill cell: 255 / 706
Inverter: 4 / 15.0
Multi-Input combinational cell: 85 / 878
Sequential cell: 72 / 1800
Tap cell: 70 / 87.6
Timing Repair Buffer: 151 / 1500
-- registers in the layout (all words and copies together), names as in the netlist --
name,flops
S_AXI_rvalid,1
NATIVE_EN,1
S_AXI_bvalid,1
addr,2
S_AXI_arready,1
S_AXI_awready,1
wr,1
NATIVE_DATA_IN,32
S_AXI_rdata,32
-- worst max-delay path, delay by kind of cell --
family                 cells  cell delay [ps]
buffers and inverters      3              620
-- report_power, final --
group / leakage, nW / total [mW] / internal [mW] / switching, mW
registers: 0.851 / 0.628 / 0.557 / 0.0707
logic: 0.959 / 0.443 / 0.355 / 0.0871
clock network: 0.129 / 0.382 / 0.232 / 0.150
-- cells by family after synthesis --
kind of cell	share of synthesized area (%)
AND-OR/OR-AND	0.630
adder cells (fa/ha/maj)	0.900
buffers and inverters	4.05
flip-flops	64.8
multiplexers	27.4
other	0.135
AND/OR/NAND/NOR	2.16
-- cell usage after synthesis --
library cell,n,area share [%]
dfrtp_1,72,65
mux2_2,62,25
buf_4,7,1.9
buf_6,4,1.6
inv_1,4,0.54
mux2i_1,4,1.4
nand2_1,3,0.40
ha_1,2,0.90
mux2_1,2,0.81
nand2b_1,2,0.45
o21ai_0,2,0.36
a21o_1,1,0.27
conb_1,1,0.13
nand3b_2,1,0.40
nor2b_1,1,0.23
nor3b_4,1,0.67
-- worst max-delay path by stage --
stage,to,cells after the start,slack [ps]
after CTS,NATIVE_CLK,3,1450
final,NATIVE_CLK,3,1450
after global routing,NATIVE_CLK,3,1450
-- metal layers --
| layer | track usage, % | share of wire, % | routed length [um] |
|---|---|---|---|
| met1 | 38.2 | 42 | 2940 |
| met2 | 38.9 | 47 | 3230 |
| met3 | 11.1 | 11 | 732 |
| met4 | 4.42 | 0.63 | 44 |
| met5 | 0 | 0 | 0 |
-- layout by cell type, fill, tap and decap left out --
cell type	instances
clkinv_2	2
dfrtp_1	72
nand2b_1	2
mux2_1	2
nor3b_4	1
inv_1	4
buf_2	1
clkdlybuf4s50_1	148
nand3b_2	1
mux2i_1	4
conb_1	4
buf_4	3
o21ai_0	2
ha_1	2
nor2b_1	1
clkbuf_1	2
clkbuf_8	14
bufinv_16	1
nand2_1	3
mux2_2	62
a21o_1	1
Power figures rest on the tool's default switching activity, not on a simulated workload.
