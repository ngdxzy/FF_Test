`flow/constraint.sdc`:
```
current_design AXI_MMCM_PS

set clk_period 6.2
set clk_io_pct 0.2

create_clock -name clk0 -period $clk_period [get_ports {S_AXI_aclk}]

set non_clock_inputs [all_inputs -no_clocks]
set_input_delay [expr $clk_period * $clk_io_pct] -clock clk0 $non_clock_inputs
set_output_delay [expr $clk_period * $clk_io_pct] -clock clk0 [all_outputs]
```
`flow/design.v`:
```
`timescale 1ns/1ns
module AXI_MMCM_PS #(
    parameter NATIVE_ADDR_WDITH       = 1,                
    parameter NATIVE_DATA_WIDTH       = 32,
    parameter S_AXI_ADDR_WIDTH     = 3,               
    parameter S_AXI_DATA_WIDTH     = 32
)(
    input                             S_AXI_aclk,
    input                             S_AXI_aresetn,
    input  [S_AXI_ADDR_WIDTH-1:0]                   S_AXI_araddr,
    output reg                        S_AXI_arready,
    input                             S_AXI_arvalid,
    input  [2:0]                      S_AXI_arprot,
    input [S_AXI_ADDR_WIDTH-1:0]                    S_AXI_awaddr,
    output reg                        S_AXI_awready,
    input                             S_AXI_awvalid,
    input  [2:0]                      S_AXI_awprot,
    output  [1:0]                  S_AXI_bresp,  
    input                             S_AXI_bready,
    output reg                        S_AXI_bvalid,
    output reg [S_AXI_DATA_WIDTH-1:0] S_AXI_rdata,
    input                             S_AXI_rready,
    output reg                        S_AXI_rvalid,
    output  [1:0]                  S_AXI_rresp,
    input  [S_AXI_DATA_WIDTH-1:0]     S_AXI_wdata,
    output                         S_AXI_wready,
    input                             S_AXI_wvalid,
    input  [S_AXI_DATA_WIDTH/8-1:0]   S_AXI_wstrb,
    output ps_clk,
    output ps_incdec,
    output ps_en,
    input  ps_done
);  
    wire                                      NATIVE_CLK;
    reg                                    NATIVE_EN;
    wire                                      NATIVE_WR;
    wire    [NATIVE_ADDR_WDITH-1: 0]             NATIVE_ADDR;
    reg [NATIVE_DATA_WIDTH-1: 0]             NATIVE_DATA_IN;
    reg  [NATIVE_DATA_WIDTH-1: 0]                NATIVE_DATA_OUT;
    wire                                       NATIVE_READY;
    reg [NATIVE_ADDR_WDITH-1:0] addr;
    assign ps_clk = NATIVE_CLK;
    assign ps_incdec = NATIVE_DATA_IN[0];
    assign ps_en = NATIVE_EN & NATIVE_WR;
    assign NATIVE_READY = ps_done;
    always @ (posedge S_AXI_aclk or negedge S_AXI_aresetn) begin
        if(!S_AXI_aresetn) begin
            addr <= {NATIVE_ADDR_WDITH{1'b0}};
        end
        else begin
            case({(S_AXI_arvalid & (~S_AXI_arready)),(S_AXI_awvalid & (~S_AXI_awready))})
                2'b00: begin addr <= addr; end
                2'b01: begin addr <= S_AXI_awaddr[NATIVE_ADDR_WDITH + 1:2]; end
                2'b10: begin addr <= S_AXI_araddr[NATIVE_ADDR_WDITH + 1:2]; end
                2'b11: begin addr <= addr; end
            endcase
        end
    end
    assign NATIVE_ADDR = addr;
    reg wr;
    always @ (posedge S_AXI_aclk or negedge S_AXI_aresetn) begin
        if(~S_AXI_aresetn) begin
            wr <= 1'b0;
        end
        else begin
            case({(S_AXI_arvalid & (~S_AXI_arready)),(S_AXI_awvalid & (~S_AXI_awready))})
                2'b00: begin wr <= wr; end
                2'b01: begin wr <= 1'b1; end
                2'b10: begin wr <= 1'b0; end
                2'b11: begin wr <= wr; end
            endcase
        end
    end
    always @ (posedge S_AXI_aclk or negedge S_AXI_aresetn) begin
        if(~S_AXI_aresetn) begin
            S_AXI_awready <= 1'b0;
        end
        else begin
            if(S_AXI_awvalid && (~S_AXI_awready) && S_AXI_wvalid) begin
                S_AXI_awready <= 1;
            end
            else begin
                S_AXI_awready <= 0;
            end
        end
    end
    assign S_AXI_wready = wr?NATIVE_READY:1'b0;
    always @ (posedge S_AXI_aclk or negedge S_AXI_aresetn) begin
        if(~S_AXI_aresetn) begin
            NATIVE_DATA_IN <= 'b0;
        end
        else begin
            if(S_AXI_wvalid && S_AXI_awvalid && (~S_AXI_awready)) begin
                NATIVE_DATA_IN <= S_AXI_wdata[NATIVE_DATA_WIDTH-1:0];
            end
            else begin
                NATIVE_DATA_IN <= NATIVE_DATA_IN;
            end
        end
    end
    assign S_AXI_bresp = 2'b00;
    always @ (posedge S_AXI_aclk or negedge S_AXI_aresetn) begin
        if(~S_AXI_aresetn) begin
            S_AXI_bvalid <= 0;
        end
        else begin
            if(NATIVE_READY && wr && (~S_AXI_bvalid)) begin
                S_AXI_bvalid <= 1'b1;
            end
            else begin
                if(S_AXI_bvalid && S_AXI_bready) begin
                    S_AXI_bvalid <= 1'b0;
                end
            end
        end
    end
    always @ (posedge S_AXI_aclk or negedge S_AXI_aresetn) begin
        if(~S_AXI_aresetn) begin
            S_AXI_arready <= 1'b0;
        end
        else begin
            if(S_AXI_arvalid && (~S_AXI_arready)) begin
                S_AXI_arready <= 1;
            end
            else begin
                S_AXI_arready <= 0;
            end
        end
    end
    assign S_AXI_rresp = 2'b00;
    always @ (posedge S_AXI_aclk or negedge S_AXI_aresetn) begin
        if(~S_AXI_aresetn) begin
            S_AXI_rdata <= 'b0;
            S_AXI_rvalid <= 1'b0;
        end
        else begin
            if((~wr) && (~S_AXI_rvalid)) begin
                S_AXI_rdata <= {'b0,NATIVE_DATA_OUT};
                S_AXI_rvalid <= 1'b1;
            end
            else if(S_AXI_rvalid && S_AXI_rready) begin
                S_AXI_rdata <= S_AXI_rdata;
                S_AXI_rvalid <= 1'b0;
            end
        end
    end
    always @ (posedge S_AXI_aclk or negedge S_AXI_aresetn) begin
        if(~S_AXI_aresetn) begin
            NATIVE_EN <= 0;
        end
        else begin
            if(S_AXI_arvalid && (~S_AXI_arready)) begin
                NATIVE_EN <= 1;
            end
            else if(S_AXI_awvalid && (~S_AXI_awready) && S_AXI_wvalid) begin               
                NATIVE_EN <= 1;
            end
            else begin
                NATIVE_EN <= 0;
            end
        end
    end
    assign NATIVE_WR = wr;
    assign NATIVE_CLK = S_AXI_aclk;
    always @ (posedge S_AXI_aclk or negedge S_AXI_aresetn) begin
        if(~S_AXI_aresetn) begin
            NATIVE_DATA_OUT <= 0;
        end
        else if (NATIVE_EN && NATIVE_WR) begin
            if(ps_incdec) begin
            	NATIVE_DATA_OUT <= NATIVE_DATA_OUT + 1;
            end
            else begin
            	NATIVE_DATA_OUT <= NATIVE_DATA_OUT + 32'hffffffff;
            end
        end
    end
endmodule
```
`flow/config.mk`:
```
export PLATFORM = sky130hd
export DESIGN_NAME = AXI_MMCM_PS
export DESIGN_NICKNAME = AXI_MMCM_PS
export VERILOG_FILES = /design/flow/design.v
export SDC_FILE = /design/flow/constraint.sdc
export NUM_CORES = 4
export LEC_CHECK = 1
export CORE_UTILIZATION = 30
```
`flow/run.sh`:
```
#!/bin/bash
# OpenROAD 26Q1-2900-gdf79404cd8, Yosys 0.63+post, stock flow scripts
make -C /OpenROAD-flow-scripts/flow DESIGN_CONFIG=/design/flow/config.mk WORK_HOME=/design/flow/orfs finish
```
==> deck_impl_summary.md <==
Implementation Results

Timing
  • Worst slew margin: 60.8%
  • Final Max Slew Viols: 0
  • Final tally of hold violations: 0
  • Slew @ Worst Pin: 0.583 ns
  • Setup Skew: 0.00832 ns
  • RSZ-0062 raised after global routing: no
  • Setup TNS: 0 ns
  • Final setup viols: 0

Floorplan
  • Die X-Extent: 124 um
  • Chip area: 15300 um^2
  • Core Rows: 44
  • Initial core utilization: 30.7%
  • I/O Pins: 100
  • DIE HEIGHT: 124 um
  • Core area: 14500 um^2

Critical path
  • Most Frequent Cell on Critical Path: clkbuf_16
  • CP Class: clk -> out
  • Required time worst endpoint: 4.96 ns
  • Slowest stage delay, CP: 0.39 ns
  • Crit-path cells: clkbuf_16, clkbuf_16, clkdlybuf4s50_1
  • Crit path buf inv count: 3
  • Critical-path maximum fanout: 2
  • Setup crit end kind: output port
  • Crit-path slowest cell: clkdlybuf4s50_1
  • Critical path startpoint category: clock port
  • CP Data Arrival Time: 3.73 ns
  • Crit path max-delay family: buffers and inverters

Cells and area
  • Final instance area: 5510 um^2
  • Area growth syn-to-layout: 23.9%
  • # fillers: 1390
  • Fraction of layout cells with a size suffix above 1: 13.6%

Yosys
  • Yosys stat cell total: 458
  • Syn Inst Count: 458
  • Post-synthesis async set-or-reset flop share: 100%
  • Main synth FF type: dfrtp_1
  • EDFF count, synth: 0
  • YS chip area: 4450 um^2
  • Synth Seq Share: 39.9%
  • Synth Register Bits: 71
  • Avg Cell Area, Syn: 9.71 um^2
  • Top-area cell share: 39.9%
  • Ys Warns: 1
  • Area leader, netlist: dfrtp_1
  • Top cells, area: dfrtp_1, ha_1, mux2_2
  • Synth Cell Area: 4450 um^2
  • Cell variety after synth: 56

Clock network
  • Hold_buf cts: 0
  • Post-CTS setup buffer count: 0
  • CTS clock-pin slew for the worst setup and hold paths: 0.06 ns
  • Clk latency late pin: 0.44 ns
  • Post-CTS resize count: 0
  • TritonCTS clock tree: yes

Global route
  • Global route overflow: 0
  • Largest net degree at the start of global routing: 67
  • First-pass GRT wire length: 16100 um
  • Overall Global Routing Usage: 13.4%
  • Initial antenna violation count: 0
  • Vias in the first global route: 3355

Pwr
  • Worst IR Drop VDD: 0.197 mV
  • Lkg Pwr: 2.45 nW
  • Power Dens Cells: 590 nW/um^2

Drt
  • DR vias: 3450
  • Antenna violation net count after detailed routing: 0
  • WL final: 9160 um
  • Vias per cell: 4.99
  • Drt first-iter violations: 225
  • DR DRC count: 0
  • Drt wl/cell: 13.2 um
  • First-pass detailed-route iteration total: 4
  • Antenna Cells: 0

Worst hold path
  • Hold Crit Class: reg -> reg

Flow run
  • Maxcap violations: 0
  • OpenROAD warnings: 73

Place
  • Placed cell area: 5090 um^2
  • PortBufs: 48
  • Final Wtd Congestion: 0.867
  • DP HPWL: 6380 um

Outcome
  • Status: complete, no violations
[power breakdown]
group          total [mW]  leakage, nW  internal [mW]  switching [mW]
clock               0.701        0.207          0.487           0.215
combinational        1.74         1.37          0.835           0.902
sequential          0.813        0.875          0.676           0.137
total                3.25         2.45           2.00            1.25
[cells in the mapped netlist, drive strengths merged (6+ instances only)]
cell type / instances
clkbuf: 19
and2: 6
dfrtp: 71
a21oi: 34
o211ai: 7
inv: 12
nand3: 9
o21bai: 6
nor3: 6
a21o: 15
a31oi: 6
buf: 6
nand2: 58
nand4: 7
mux2: 33
o21ai: 43
ha: 31
xnor2: 15
nor2: 14
xor2: 15
[cell type report]
type / count / area, um^2 / area share (%)
repair buffers: 52 / 503 / 9.13
clock inverters: 7 / 120 / 2.18
clock buffers: 13 / 310 / 5.63
well taps: 184 / 230 / 4.18
inverters: 12 / 45.0 / 0.817
multi-input cells: 353 / 2530 / 45.8
flip-flops and latches: 71 / 1780 / 32.2
[placed cells by master (no fill, tap or decap), types with 7 or more instances in the layout]
master	Yosys	routed
mux2_2	33	33
a21oi_1	32	32
ha_1	31	31
xnor2_1	15	15
xor2_1	15	15
a21o_1	14	14
o21ai_1	12	12
inv_1	12	12
clkdlybuf4s50_1	0	47
nand2_1	58	58
nand4_1	7	7
clkbuf_16	0	12
nor2_1	14	13
o21ai_0	31	31
dfrtp_1	71	71
nand3_1	9	9
[sequential cells by signal (all words and copies together) (netlist names)]
name and cells:
NATIVE_DATA_IN 1, NATIVE_DATA_OUT 32, NATIVE_EN 1, S_AXI_arready 1, S_AXI_awready 1, S_AXI_bvalid 1, S_AXI_rdata 32, S_AXI_rvalid 1
wr 1
[worst paths after layout]
kind / end / start / slack, ns / depth (start not counted)
max: ps_clk / S_AXI_aclk / 1.23 / 3
min: S_AXI_arready / S_AXI_arready / 0.46 / 1
max reg2reg: NATIVE_DATA_OUT[22] / NATIVE_DATA_IN[0] / 3.18 / 10
min reg2reg: S_AXI_arready / S_AXI_arready / 0.46 / 1
max in group asynchronous: NATIVE_DATA_OUT[22] / S_AXI_aresetn / 4.54 / 3
min in group asynchronous: S_AXI_bvalid / S_AXI_aresetn / 0.84 / 2
[worst register-to-register path: cells and delay by family (launching register included)]
kind	cells	cell delay, ns
XOR/XNOR	1	0.18
buffers and inverters	2	0.43
adder cells (fa/ha/maj)	1	0.37
flip-flops	1	0.46
AND/OR/NAND/NOR	2	0.54
AND-OR/OR-AND	4	0.90
[kinds of logic (layout without fill, tap and decap cells)]
family | count (synthesis) | in the layout | share of synthesized area, %
other | 1 | 4 | 0.0843
multiplexers | 36 | 36 | 9.03
XOR/XNOR | 30 | 30 | 5.91
buffers and inverters | 37 | 84 | 3.57
AND/OR/NAND/NOR | 120 | 120 | 12.9
AND-OR/OR-AND | 131 | 131 | 19.4
adder cells (fa/ha/maj) | 32 | 32 | 9.17
flip-flops | 71 | 71 | 39.9
[per-stage QoR]
| stage | utilization, % | std cells | hold WS, ns | setup slack (ns) | total power, mW |
|---|---|---|---|---|---|
| detailed placement | 35.2 | 673 | 0.448 | 1.49 | 2.54 |
| CTS | 38.1 | 692 | 0.463 | 1.22 | 3.28 |
| floorplan | - | 461 | 0.399 | 1.76 | 2.03 |
| global placement | 35.2 | 673 | 0.447 | 1.49 | 2.53 |
| finish | 38.1 | 692 | 0.456 | 1.23 | 3.25 |
| global route | 38.1 | 692 | 0.504 | 1.22 | 3.55 |
[metal layers]
metal / routed length, um / vias to the layer above / global-route usage (%) / share of wire [%]
met5: 0 / - / 0 / 0
met4: 105 / 0 / 1.88 / 1.1
met3: 489 / 11 / 3.13 / 5.3
met2: 3930 / 96 / 19.1 / 43
met1: 4640 / 1603 / 21.3 / 51
li1: - / 1740 / - / -
Power is estimated from default activity; no workload was simulated.
