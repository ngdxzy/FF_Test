--- config.mk ---
export PLATFORM = sky130hd
export DESIGN_NAME = ETS_Adder
export DESIGN_NICKNAME = ETS_Adder
export VERILOG_FILES = /design/flow/design.v
export SDC_FILE = /design/flow/constraint.sdc
export NUM_CORES = 4
export LEC_CHECK = 1
export CORE_UTILIZATION = 50
--- constraint.sdc ---
current_design ETS_Adder

set clk_period 5.5
set clk_io_pct 0.2

create_clock -name clk0 -period $clk_period [get_ports {clk}]

set non_clock_inputs [all_inputs -no_clocks]
set_input_delay [expr $clk_period * $clk_io_pct] -clock clk0 $non_clock_inputs
set_output_delay [expr $clk_period * $clk_io_pct] -clock clk0 [all_outputs]
--- design.v ---
`timescale 1ns / 1ps
module adder_8(
	input clk,
	input rst_n,
	output reg [7:0] counter,
	output C,
	input en,
	input clr
    );
	always @ (posedge clk or negedge rst_n) begin
		if(~rst_n) begin
			counter <= 0;
		end
		else begin
			if(clr) begin
				counter <= 0;
			end
			else begin
				if(en) begin
					counter <= counter + 1;
				end
			end
		end
	end
	assign  C = (counter == 8'hff) & en & (~clr);
endmodule
module Counter_32 (
	input clk,
	input rst_n,
	input clr,
	input en,
	input [31:0] cmp_data,
	output [31:0]data_out,
	output full
    );
	wire [31:0] counter;
	wire C_7_8;
	wire C_15_16;
	wire C_23_24;
	adder_8 inst_adder_7_0 (.clk(clk), .rst_n(rst_n), .counter(counter[7:0]), .C(C_7_8), .en(en), .clr(clr));
	adder_8 inst_adder_15_8 (.clk(clk), .rst_n(rst_n), .counter(counter[15:8]), .C(C_15_16), .en(en & C_7_8), .clr(clr));
	adder_8 inst_adder_23_16 (.clk(clk), .rst_n(rst_n), .counter(counter[23:16]), .C(C_23_24), .en(en & C_15_16), .clr(clr));
	adder_8 inst_adder_31_24 (.clk(clk), .rst_n(rst_n), .counter(counter[31:24]), .C(), .en(en & C_23_24), .clr(clr));
	wire cmp_0 = counter[7:0] >= cmp_data[7:0];
	wire cmp_1 = counter[15:8] >= cmp_data[15:8];
	wire cmp_2 = counter[23:16] >= cmp_data[23:16];
	wire cmp_3 = counter[31:24] >= cmp_data[31:24];
	assign data_out = counter;
	assign full = cmp_3 & cmp_2 & cmp_1 & cmp_0;
endmodule
module ETS_Adder(
	input clk,
	input reset,
	input [31:0] Average,
	input data_in,
	output [31:0] data,
	input en_count,
	input start,
	output reg done
    );
	localparam IDLE = 2'b00;
	localparam BUSY = 2'b01;
	localparam DONE = 2'b10;
	localparam CLR  = 2'b11;
	reg clr;
	reg en;
	wire finish;
	reg [1:0]state,next_state;
	always @(posedge clk or posedge reset) begin
		if(reset) begin
			state <= IDLE;
		end
		else begin
			state <= next_state;
		end
	end
	always @ (*) begin
		clr = 0;
		done = 0;
		en = 0;
		next_state = state;
		case(state)
		IDLE:begin
			if(start) begin
				next_state = BUSY;
			end
		end
		BUSY:begin
			en = 1;
			if(finish) begin
				next_state = DONE;
			end
		end
		DONE:begin
			done = 1;
			if(~start) begin
				next_state = CLR;
			end
		end
		CLR:begin
			clr = 1;
			next_state = IDLE;
		end
		endcase
	end
	wire run_enable = en & en_count;
	Counter_32 U_Counter_d(
		.clk(clk),
		.rst_n(~reset),
		.clr(clr),
		.en(run_enable && data_in),
		.cmp_data(0),
		.data_out(data),
		.full()
    );
	Counter_32 U_Counter(
		.clk(clk),
		.rst_n(~reset),
		.clr(clr),
		.en(run_enable),
		.cmp_data(Average - 1),
		.data_out(),
		.full(finish)
    );
endmodule
--- run.sh ---
#!/bin/bash
# OpenROAD 26Q1-2900-gdf79404cd8, Yosys 0.63+post, stock flow scripts
make -C /OpenROAD-flow-scripts/flow DESIGN_CONFIG=/design/flow/config.mk WORK_HOME=/design/flow/orfs finish
==> summary.log <==
INFO  power_and_ir_drop power_switching_share=26.8%
INFO  setup_path     cp_cell_sequence=clkdlybuf4s50_1 -> or4_1 -> nor4_1 -> nand2_1 -> nor3_1 -> xnor2_1 -> ha_1 -> nor3_1 -> nor4_1 -> nand2_1 -> a31oi_1 -> a31oi_1
INFO  final_timing   min_period=4.54ns
INFO  final_timing   final.setup_skew=0.00974ns
INFO  setup_path     timing.reg2reg.setup_slack=2.53ns
INFO  final_timing   finalHoldViolCount=0
INFO  setup_path     worst_reg2reg_startpoint=state[3]
INFO  setup_path     crit_end_element=flop
INFO  synthesis      syn-instance-count=517
INFO  clock_network  clkLatencyLatePin=0.34ns
INFO  synthesis      ys_chip_area=0.00462mm²
INFO  floorplanning  std_cell_rows=34
INFO  final_timing   report.final.slew_viol_count=0
INFO  clock_network  clock_tree_from_tritoncts=yes
INFO  final_timing   total_neg_setup_slack=0ns
INFO  hold_path      min_from=U_Counter.inst_adder_7_0.counter[0]
INFO  clock_network  cts_sinks=68
INFO  setup_path     cell_depth_of_the_worst_flop_to_flop_path=7
INFO  power_and_ir_drop power_per_cell_area=219mW/mm²
INFO  routing        antenna_left=0
INFO  outcome        run_status=complete, no violations
INFO  global_routing grt_pass1_wl=16.7mm
INFO  clock_network  post_cts_hold_fix_buffer_tally=0
INFO  global_routing grtUsageTotal=21.5%
INFO  final_timing   finalWorstSetupSlack=0.965ns
INFO  placed_design  io_buffer_count=69
INFO  global_routing grt_start_max_net_pins=70
INFO  global_routing first_global_vias=3,626
INFO  clock_network  htree_levels=3
INFO  setup_path     critical_path.top_delay_family=simple AND/OR/NAND/NOR gates
INFO  global_routing grt_remaining_overflow=0
INFO  synthesis      synth-warning-count=2
INFO  routing        postRouteWirelength=9.68mm
INFO  final_timing   timing.max_slew.rel_slack=45.4%
INFO  routing        vias_per_cell=5.65
INFO  power_and_ir_drop cell_internal_pwr=0.000905W
INFO  setup_path     crit_path_max_incr_delay=0.70ns
INFO  synthesis      flip_flop_and_latch_count_after_synthesis=68
INFO  floorplanning  chip_area=0.00963mm²
INFO  placed_design  pre_cts_slack=0.608ns
INFO  setup_path     reg_to_reg_critical_path_endpoint=U_Counter_d.inst_adder_31_24.counter[5]
INFO  floorplanning  starting_density=52.2%
INFO  synthesis      synth.avg_cell_area=8.94µm²
INFO  routing        drt_iter0_markers=133
INFO  setup_path     crit_path_max_fanout=8
INFO  setup_path     path_buffers=1
INFO  placed_design  finalWeightedCongestion=0.903
INFO  power_and_ir_drop p_clk_share=35.0%
INFO  routing        post_drt_wl_per_cell=13.8µm
INFO  power_and_ir_drop total_switching_power=0.000331W
INFO  finish         dominant_logic_cell_type_in_the_layout=sky130_fd_sc_hd__clkdlybuf4s50_1
INFO  final_timing   grt_setup_unrepaired=no
INFO  clock_network  cts.root.buffer_cell=sky130_fd_sc_hd__clkbuf_8
INFO  synthesis      ys_seq_share=36.9%
INFO  synthesis      ys_cells=517
INFO  final_timing   maxClockFrequency=220MHz
INFO  flow_run       drv_cap=0
INFO  clock_network  numCtsBuffers=9
INFO  hold_path      worstHoldPathType=reg -> reg
INFO  finish         most-common-layout-cells=sky130_fd_sc_hd__clkdlybuf4s50_1 (69), sky130_fd_sc_hd__dfrtp_1 (66), sky130_fd_sc_hd__nor2_1 (50), sky130_fd_sc_hd__nand2_1 (49), sky130_fd_sc_hd__ha_1 (41)
INFO  final_timing   setup_violations=0
INFO  clock_network  post_cts_sizing=0
INFO  floorplanning  die_width=98.1µm
INFO  synthesis      postSynth.topFlopCell=sky130_fd_sc_hd__dfrtp_1
INFO  setup_path     worst_setup_path_start_kind=input pin
INFO  finish         drive_above_1_share=5.39%
INFO  hold_path      whs_path_depth=1
INFO  final_timing   fin_crit_sh=82.5%
INFO  finish         syn_to_final_growth=22.1%
INFO  floorplanning  floorplan.core_area=0.00885mm²
INFO  clock_network  clock_input_transition_at_the_sequential_cells_of_the_worst_setup_and_hold_paths=0.07ns
INFO  floorplanning  ioPinCount=70
INFO  setup_path     slowest_stage=sky130_fd_sc_hd__nor4_1
INFO  synthesis      synthesis.area=0.00462mm²
INFO  routing        firstDrtPassIters=26
INFO  synthesis      yosysUniqueCellTypes=45
INFO  power_and_ir_drop leakage=2.38nW
INFO  power_and_ir_drop peakVddDrop=0.172mV
INFO  placed_design  hpwlAfterDp=7.09mm
INFO  routing        drt_drc_violations_left=0
INFO  clock_network  clock_tree.buffer_depth=2
INFO  global_routing antenna_found_initial=0
INFO  flow_run       warning_count=26
INFO  setup_path     timing.critical_path.arrival=4.74ns
INFO  finish         layout.cell_area.non_filler=0.00564mm²
INFO  clock_network  cts_setup_buffers=0
INFO  finish         fin_util=63.8%
INFO  floorplanning  die_y=98.1µm
INFO  setup_path     cp_data_required_time=5.70ns
INFO  setup_path     timing_worst_setup_path_type=in -> reg
INFO  power_and_ir_drop seq_power_share=47.7%
INFO  power_and_ir_drop power_frac_comb=17.3%
INFO  synthesis      post_synth_edffs=0
INFO  final_timing   worst_slew_pin_slew=0.812ns
INFO  hold_path      timing.hold.worst_endpoint=U_Counter.inst_adder_7_0.counter[0]
INFO  synthesis      async_set_reset_flop_share_out_of_synthesis=100%
INFO  routing        via_count=3,963
INFO  routing        detail_route.antenna_diodes=0
INFO  placed_design  placed_area=0.00543mm²
==> registers in the layout, indices dropped and copies added (netlist names) <==
| signal | flops |
|---|---|
| U_Counter.inst_adder_15_8.counter | 8 |
| U_Counter.inst_adder_23_16.counter | 8 |
| U_Counter.inst_adder_31_24.counter | 8 |
| U_Counter.inst_adder_7_0.counter | 8 |
| U_Counter_d.inst_adder_15_8.counter | 8 |
| U_Counter_d.inst_adder_23_16.counter | 8 |
| U_Counter_d.inst_adder_31_24.counter | 8 |
| U_Counter_d.inst_adder_7_0.counter | 8 |
| state | 4 |
==> Yosys cell counts, types with 2 or more instances <==
cell | count | share of area (%)
sky130_fd_sc_hd__a2111oi_0 | 4 | 0.76
sky130_fd_sc_hd__a21oi_1 | 21 | 2.3
sky130_fd_sc_hd__a31oi_1 | 2 | 0.27
sky130_fd_sc_hd__and3_1 | 7 | 0.95
sky130_fd_sc_hd__buf_2 | 3 | 0.32
sky130_fd_sc_hd__buf_4 | 2 | 0.32
sky130_fd_sc_hd__clkbuf_1 | 7 | 0.57
sky130_fd_sc_hd__dfrtp_1 | 67 | 36
sky130_fd_sc_hd__ha_1 | 41 | 11
sky130_fd_sc_hd__inv_1 | 18 | 1.5
sky130_fd_sc_hd__mux2_2 | 3 | 0.73
sky130_fd_sc_hd__mux2i_1 | 2 | 0.43
sky130_fd_sc_hd__nand2_1 | 49 | 4.0
sky130_fd_sc_hd__nand2b_1 | 2 | 0.27
sky130_fd_sc_hd__nand3_1 | 27 | 2.9
sky130_fd_sc_hd__nand3b_1 | 9 | 1.5
sky130_fd_sc_hd__nand4_1 | 18 | 2.4
sky130_fd_sc_hd__nor2_1 | 50 | 4.1
sky130_fd_sc_hd__nor2b_1 | 12 | 1.6
sky130_fd_sc_hd__nor3_1 | 23 | 2.5
sky130_fd_sc_hd__nor4_1 | 11 | 1.5
sky130_fd_sc_hd__nor4_4 | 2 | 0.92
sky130_fd_sc_hd__nor4b_1 | 2 | 0.38
sky130_fd_sc_hd__o21ai_0 | 25 | 2.7
sky130_fd_sc_hd__o22ai_1 | 2 | 0.27
sky130_fd_sc_hd__o31ai_1 | 6 | 0.97
sky130_fd_sc_hd__or3_1 | 17 | 2.3
sky130_fd_sc_hd__or4_1 | 9 | 1.5
sky130_fd_sc_hd__xnor2_1 | 37 | 7.0
sky130_fd_sc_hd__xor2_1 | 24 | 4.5
==> cells by family (layout without fill, tap and decap cells) <==
group,count (synthesis),count (layout),share of synthesized area (%)
xor+xnor,61,61,11.6
mux,5,5,1.16
compound gates,64,64,7.99
flops,68,68,36.9
simple gates,247,247,28.6
fa+ha+maj,41,41,11.1
buf+inv,31,108,2.76
==> power groups by stage <==
| stage | combinational [W] | clock, W | sequential, W |
|---|---|---|---|
| global route | 0.000245 | 0.000467 | 0.000597 |
| finish | 0.000214 | 0.000432 | 0.000590 |
| CTS | 0.000218 | 0.000446 | 0.000590 |
==> metal layers <==
metal  GRT usage [%]  vias to the layer above  part of all wire, %
met4            1.49                        0                 0.68
met5               0                        -                    0
met1            34.0                     1883                   50
li1                -                     2001                    -
met2            33.9                       73                   46
met3            3.56                        6                  3.6
==> how the worst max path moves through the flow <==
stage,slack [ns],start,endpoint,cells after the start
CTS,0.97,Average[5],state[1],12
global route,0.63,Average[5],state[2],12
finish,0.96,Average[5],state[2],12
==> through the flow <==
| step | cells | power, W | hold slack [ns] |
|---|---|---|---|
| after detailed placement | 686 | 0.000814 | 0.535 |
| after global routing | 702 | 0.00131 | 0.583 |
| after CTS | 702 | 0.00125 | 0.549 |
| after global placement | 686 | 0.000808 | 0.513 |
| after floorplan | 517 | 0.000704 | 0.486 |
| final | 702 | 0.00124 | 0.542 |
==> area by class of cell <==
| class | count | area, µm² |
|---|---|---|
| Sequential cell | 68 | 1700 |
| Clock buffer | 13 | 169 |
| Multi-Input combinational cell | 418 | 2800 |
| Tap cell | 108 | 135 |
| Fill cell | 762 | 3200 |
| Clock inverter | 3 | 43.8 |
| Timing Repair Buffer | 74 | 728 |
| Inverter | 18 | 67.6 |
==> worst reg2reg max path: stages, from the launching register on <==
cell and delay (ns):
sky130_fd_sc_hd__dfrtp_2 0.40, sky130_fd_sc_hd__buf_4 0.34, sky130_fd_sc_hd__nor4b_2 0.36, sky130_fd_sc_hd__buf_4 0.23
sky130_fd_sc_hd__and4b_1 0.47, sky130_fd_sc_hd__nand4_1 0.36, sky130_fd_sc_hd__or4_1 0.59, sky130_fd_sc_hd__a21oi_1 0.15
Power figures rest on the tool's default switching activity, not on a simulated workload.
